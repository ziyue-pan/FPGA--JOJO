===== flow/design.v =====
module Judge_Collision(
    input clk, rst,
	input [9:0] jojo_x, jojo_y,      			
	input [9:0] mask_crazy_x, mask_crazy_y, 	
	input [9:0] mask_top_x, mask_top_y,  		
	input [9:0] mask_bottom_x, mask_bottom_y,	
	output reg collision           				
);
always @(posedge clk or posedge rst) begin
    collision = 0;
    if(rst)
	   collision = 0;
	else begin
        if((mask_crazy_x + 32 > jojo_x + 14 && mask_crazy_x < jojo_x + 22 && mask_crazy_y + 15 > jojo_y && mask_crazy_y < jojo_y + 20))
            collision = 1;
        if((mask_top_x + 32 > jojo_x + 14 && mask_top_x < jojo_x + 22 && mask_top_y + 15 > jojo_y && mask_top_y < jojo_y + 20))
            collision = 1;
        if((mask_bottom_x + 32 > jojo_x + 14 && mask_bottom_x < jojo_x + 22 && mask_bottom_y + 15 > jojo_y && mask_bottom_y < jojo_y + 20))
            collision = 1;
	end
end
endmodule

===== flow/config.mk =====
export PLATFORM = sky130hd
export DESIGN_NAME = Judge_Collision
export DESIGN_NICKNAME = Judge_Collision
export VERILOG_FILES = /design/flow/design.v
export SDC_FILE = /design/flow/constraint.sdc
export NUM_CORES = 4
export LEC_CHECK = 1
export CORE_UTILIZATION = 30

===== flow/run.sh =====
#!/bin/bash
# OpenROAD 26Q1-2900-gdf79404cd8, Yosys 0.63+post, stock flow scripts
make -C /OpenROAD-flow-scripts/flow DESIGN_CONFIG=/design/flow/config.mk WORK_HOME=/design/flow/orfs finish

===== flow/constraint.sdc =====
current_design Judge_Collision

set clk_period 1.0
set clk_io_pct 0.2

create_clock -name clk0 -period $clk_period [get_ports {clk}]

set non_clock_inputs [all_inputs -no_clocks]
set_input_delay [expr $clk_period * $clk_io_pct] -clock clk0 $non_clock_inputs
set_output_delay [expr $clk_period * $clk_io_pct] -clock clk0 [all_outputs]

==> impl_metrics.yaml <==
# yosys + openroad results
sta:
  drv_slew: 0
  setup_tns_ns: -1.42
  hold_slack_ns: 0.361
  slew_headroom: 0.721
  fmax_mhz: 414
  fin_ws_ns: -1.42
  finalHoldViolations: 0
  setup_viol: 1
  worst_slew_pin_slew_ns: 0.415
  rsz0062_at_grt: "yes"
  fin_crit_sh: 2.42
  period_minus_slack_ns: 2.42
die:
  chip_area_um2: 12500
  fp-utilization: 0.312
  die_x_um: 112
  num_rows: 39
  io-pin-count: 83
  core_area_um2: 11600
  die_h_um: 112
yosys:
  synth_seq_share: 0.00690
  synthCells: 453
  ys_area_um2: 3630
  postSynth.asyncResetShare: 1.00
  synth.avg_cell_area_um2: 8.01
  ys.flop_type: "dfrtp_1"
  ys.warnings.count: 1
  synth_cell_types: 55
  edf_count: 0
  netlist_area_um2: 3630
  ys_cells: 453
  ys.flops: 1
power_and_ir_drop:
  p_leak_nw: 3.08
  ir_drop_mv: 0.278
  pwr-share-clk: 0
  sequentialPowerShare: 0.015
  internal_power_mw: 1.93
  switching_share: 0.447
  power_switching_mw: 1.56
  power.share.combinational: 0.985
  p_per_area_nw_per_um2: 536
finish:
  nFillCells: 986
  lay_top_count: "buf_4"
  syn_to_final_growth_pct: 79.9
  layout_top_cells: "buf_4 (168), ha_1 (93), clkdlybuf4s50_1 (35), xnor2_1 (25), nand2_1 (23)"
  largest_reg_flops: 1
  final_cell_count_no_fill: 849
  drive_above_1_share: 0.419
drt:
  avgViaCountPerCell: 4.92
  drt_first_pass_iters: 20
  via_count: 4176
  ant_nets: 0
  n_antenna_cell: 0
  wirelength_um: 11600
  avgRoutedWirePerCell_um: 13.7
  drc: 0
  drt_iter0_drc: 133
placed_design:
  hpwl_um: 10200
  placed_cells: 830
  gp_congestion: 0.894
  port_buffers: 82
critical_path:
  crit_path_end_kind: "flop"
  worstPathRequired_ns: 0.90
  crit_fanout: 4
  cp.arrival_ns: 2.31
  crit_type: "in -> reg"
  startpoint_type: "input port"
global_route:
  grt_usage: 0.190
  grt_overflow: 0
  grt_max_degree: 8
  grt_pass1_wl_um: 19400
  antenna_found_initial: 0
  grt_pass1_vias: 4141
status:
  violations: "setup timing"
  status: "finished with violations"
job:
  cap_violations: 0
  tool_warnings: 34
worst_hold_path:
  hp-class: "in -> async"
clock_tree:
  postCtsHoldBufs: 0
  clk_pin_slew_ns: 0
[cell families (layout without fill, tap and decap cells)]
group,after synthesis,count (layout),synth area share
simple gates,127,127,0.179
compound gates,118,118,0.222
fa+ha+maj,113,113,0.388
xor+xnor,62,62,0.168
buf+inv,32,285,0.0355
flops,1,1,0.00690
[path summary, 6_finish.rpt]
kind	slack, ns	cells past startpoint	to	from
setup / recovery	-1.42	13	collision$_DFF_PP0_	jojo_x[2]
hold / removal	0.36	2	collision$_DFF_PP0_	rst
min in group clk0	0.94	1	collision	collision$_DFF_PP0_
max in group asynchronous	0.55	2	collision$_DFF_PP0_	rst
[metrics by stage]
stage               setup slack (ns)   util  total power [mW]  cell area [um^2]
global placement               -1.98  0.504              2.96              5850
finish                         -1.42  0.562              3.49              6520
global route                   -1.53  0.562              3.87              6520
CTS                            -1.47  0.540              3.26              6270
detailed placement             -2.05  0.504              3.01              5850
floorplan                      -1.16      -              1.56              3720
[worst max-delay path: stages]
cell and delay (ns):
buf_6 0.09, inv_2 0.04, ha_4 0.19, o21ai_4 0.18
xnor2_2 0.14, ha_1 0.25, o21a_1 0.11, nor2_1 0.11
a21oi_2 0.06, maj3_2 0.32, nor4_2 0.24, o211ai_1 0.15
o311ai_2 0.22
[metal layers]
layer | track usage | part of all wire | wire, um | up-vias
li1 | - | - | - | 2224
met1 | 0.300 | 0.53 | 6160 | 1866
met2 | 0.301 | 0.42 | 4910 | 82
met3 | 0.00665 | 0.045 | 529 | 4
met4 | 0.00711 | 0.0023 | 27 | 0
met5 | 0 | 0 | 0 | -
[cells in the mapped netlist (2+ instances only)]
master | instances | area [um^2]
or3_1 | 3 | 18.8
o22ai_1 | 2 | 12.5
a21o_1 | 5 | 37.5
a21boi_0 | 2 | 15.0
xnor2_1 | 34 | 298
nor4_1 | 4 | 25.0
nor2_1 | 19 | 71.3
o2111ai_1 | 2 | 17.5
maj3_2 | 2 | 22.5
a2111oi_0 | 4 | 35.0
o21ai_0 | 32 | 160
a211oi_1 | 8 | 60.1
and3_1 | 10 | 62.6
o31ai_1 | 5 | 37.5
ha_1 | 110 | 1380
nand2_1 | 27 | 101
nand2b_1 | 5 | 31.3
nor3_1 | 9 | 45.0
nand4_1 | 11 | 68.8
xnor2_2 | 2 | 32.5
o211ai_1 | 6 | 45.0
inv_1 | 29 | 109
and2_1 | 2 | 12.5
nand3_1 | 26 | 130
nor2b_1 | 7 | 43.8
a21oi_1 | 22 | 110
o21a_1 | 15 | 113
xor2_1 | 23 | 201
[power groups by stage]
stage / clock, mW / combinational [mW] / sequential, mW
6_report: 0 / 3.44 / 0.0529
4_1_cts: 0 / 3.21 / 0.0529
5_1_grt: 0 / 3.82 / 0.0530
[timing repair]
item                       4_1_cts  5_1_grt
pin swaps                       67       51
gates resized                  150       66
setup buffers                   13        7
gates cloned                     0        0
setup endpoints to repair        1        1
[final cells by class]
| class | count | area (um^2) | area share |
|---|---|---|---|
| timing repair buffer | 255 | 2090 | 0.320 |
| sequential | 1 | 25.0 | 0.00384 |
| tap | 143 | 179 | 0.0274 |
| multi-input combinational | 420 | 4120 | 0.631 |
| inverter | 30 | 113 | 0.0173 |
No activity file was given, so power comes from the tool's default toggle rates.
