$ cat design/flow/config.mk
export PLATFORM = sky130hd
export DESIGN_NAME = B2BCD
export DESIGN_NICKNAME = B2BCD
export VERILOG_FILES = /design/flow/design.v
export SDC_FILE = /design/flow/constraint.sdc
export NUM_CORES = 4
export LEC_CHECK = 1
export CORE_UTILIZATION = 40
$ cat design/flow/constraint.sdc
current_design B2BCD

set clk_period 2.6
set clk_io_pct 0.2

create_clock -name clk0 -period $clk_period [get_ports {clk}]

set non_clock_inputs [all_inputs -no_clocks]
set_input_delay [expr $clk_period * $clk_io_pct] -clock clk0 $non_clock_inputs
set_output_delay [expr $clk_period * $clk_io_pct] -clock clk0 [all_outputs]
$ cat design/flow/design.v
module B2BCD(
	input clk, reset,                
	input start,              
	input [13:0] in,          
	output reg [3:0] bcd3, bcd2, bcd1, bcd0
);
reg state_reg, state_next;                                
reg [13:0] input_reg, input_next;                           
reg [3:0] count_reg, count_next;                            
reg [3:0] bcd_3_next, bcd_2_next, bcd_1_next, bcd_0_next;   
wire [3:0] bcd_3_temp, bcd_2_temp, bcd_1_temp, bcd_0_temp;  
localparam idle = 1'b0, convert = 1'b1;
always @(posedge clk or posedge reset)
	if (reset) begin
		state_reg <= idle;
		input_reg <= 0;
		count_reg <= 0;
		bcd3 <= 0;
		bcd2 <= 0;
		bcd1 <= 0;
		bcd0 <= 0;
	end
	else begin
		state_reg <= state_next;
		input_reg <= input_next;
		count_reg <= count_next;
		bcd3 <= bcd_3_next;
		bcd2 <= bcd_2_next;
		bcd1 <= bcd_1_next;
		bcd0 <= bcd_0_next;
	end
always @* begin
	state_next = state_reg;
	input_next = input_reg;
	count_next = count_reg;
	bcd_0_next = bcd0;
	bcd_1_next = bcd1;
	bcd_2_next = bcd2;
	bcd_3_next = bcd3;
	case (state_reg)
	idle: begin
		if (start) begin
			state_next = convert; 
			bcd_0_next = 0;       
			bcd_1_next = 0;
			bcd_2_next = 0;
			bcd_3_next = 0;
			count_next = 0;      
			input_next = in;      
		end
	end
	convert: begin
		input_next = input_reg << 1;                     
		bcd_0_next = {bcd_0_temp[2:0], input_reg[13]}; 
		bcd_1_next = {bcd_1_temp[2:0], bcd_0_temp[3]};   
		bcd_2_next = {bcd_2_temp[2:0], bcd_1_temp[3]};   
		bcd_3_next = {bcd_3_temp[2:0], bcd_2_temp[3]};   
		count_next = count_reg + 1;
		if (count_next== 14)
			state_next = idle;
	end
	endcase
end
assign bcd_0_temp = (bcd0 > 4) ? bcd0 + 3 : bcd0;
assign bcd_1_temp = (bcd1 > 4) ? bcd1 + 3 : bcd1;
assign bcd_2_temp = (bcd2 > 4) ? bcd2 + 3 : bcd2;
assign bcd_3_temp = (bcd3 > 4) ? bcd3 + 3 : bcd3;
endmodule
$ cat design/flow/run.sh
#!/bin/bash
# OpenROAD 26Q1-2900-gdf79404cd8, Yosys 0.63+post, stock flow scripts
make -C /OpenROAD-flow-scripts/flow DESIGN_CONFIG=/design/flow/config.mk WORK_HOME=/design/flow/orfs finish
==> flow_metrics.tcl <==
# collected from the flow reports
set metrics [dict create \
    ys_async_sr_fraction_pct 100 \
    synth-main-ff-cell "dfrtp_1" \
    cts.hold.buffers_added 0 \
    seq_area_frac_synth_pct 48.6 \
    clk-insertion-delay-late_ns 0.28 \
    maxSlewViolCount 0 \
    initial_util_pct 41.4 \
    global_route.usage.total_pct 16.9 \
    portBuffers 32 \
    area_leaders "dfrtp_1 (49%), mux2i_1 (8.3%), o21ai_0 (8.1%), nand2_1 (4.6%), ha_1 (4.2%)" \
    postCtsSetupBuffers 0 \
    max-cap-violations 0 \
    detailedPlace.worstSlack_ns 0.514 \
    worstHoldStart "input_reg[11]" \
    netlist.area_leader.share_pct 48.6 \
    total_wirelength_of_the_detailed_routed_design_mm 3.58 \
    cts_repair_resize_count 0 \
    hold_path_end "input_reg[12]" \
    yosys-top-cells-count "dfrtp_1 (35), o21ai_0 (29), nand2_1 (22)" \
    cp.required_ns 2.75 \
    top_area_cell "dfrtp_1" \
    fin_ws_ns 0.812 \
    worstHoldPathType "reg2reg" \
    yosys_cells 186 \
    fp-row-count 24 \
    rsz0062_at_grt "false" \
    yosysWarnings 1 \
    worst_pin_slew_ns 0.580 \
    grt_pass1_wl_mm 6.51 \
    grt_antenna_before_repair 0 \
    vias_in_the_first_global_route 1445 \
    yosys.stat.chipArea_mm2 0.00180 \
    worst-endpoint-arrival_ns 1.93 \
    layout-drive-gt1-share_pct 7.34 \
    highest_clock_frequency_the_design_can_meet_mhz 559 \
    wl_per_cell_um 13.3 \
    floorplan.die.width_um 69.1 \
    most_common_cell_in_the_netlist "dfrtp_1" \
    total_power_w 0.00253 \
    r2r_cells 4 \
    worst_setup_hold_path_clk_slew_ns 0.06 \
    syn-cell-area_mm2 0.00180 \
    cts_buffers 5 \
    warning_count 26 \
    worst_r2r_endpoint "bcd1[0]" \
    n_antenna_cell 0 \
    ctsRootBufferMaster "clkbuf_8" \
    synth_flops 35 \
    max-vdd-ir-drop_v 0.000441 \
    clock-skew-final_ns 0.00602 \
    cts_tree "done" \
    layout_worst_path_cycle_share_pct 68.8 \
    r2r_setup_slack_ns 1.09 \
    run_status "finished, final reports clean" \
    post_drt_via_cell_ratio 5.40 \
    globalRoute.totalOverflow 0 \
    cts_buffer_depth 2 \
    largest_reg_flops 14 \
    die_area_mm2 0.00477 \
    finalWorstPathRequiredPeriod_ns 1.79 \
    worst_hold_slack_ns 0.484 \
    hold_viol 0 \
    drt.antenna.violating_nets 0 \
    timing.max_slew.rel_slack_pct 61.2 \
    cellPowerDensity_mw_per_mm2 1130 \
    r2r_path_start "state_reg" \
    die_y_um 69.1 \
    drt-initial-drc-count 51 \
    holdPathStages 2 \
    top_level_ports 33 \
    synthCells 186 \
    drc_errors 0 \
    numClockSinks 35 \
    hpwl_dp_mm 2.42 \
    static_leak_nw 0.995 \
    gpl.final_weighted_congestion 0.771 \
    area_growth_pct 24.3 \
    critical_path_peak_fanout 15 \
    dr.pass1.iters 4 \
    coreArea_mm2 0.00435 \
    cts-htree-levels 2 \
    critPathLaunchType "input pin" \
    grt_start_max_net_pins 36 \
    synth_area_per_cell_um2 9.68 \
    criticalPathCategory "in2reg" \
    synth-edff-count 0 \
    routed-via-count 1459 \
    setup_violation_total_in_the_final_timing_report 0 \
    critPathCaptureType "flop" \
    setup-tns-final_ns 0 \
    synth.distinct_cells 30 \
]
[layer usage]
layer | wire, um | share of wire [%] | vias up | GRT usage, %
met5 | 0 | 0 | - | 0
met4 | 30 | 0.84 | 0 | 2.95
met3 | 108 | 3.0 | 4 | 3.41
met2 | 1760 | 49 | 32 | 26.2
met1 | 1690 | 47 | 695 | 26.0
li1 | - | - | 728 | -
[cell type report]
class,instances,area [um2]
clock buffer,6,72.6
fill,381,2120
inverter,12,45.0
multi-input combinational,129,830
sequential,35,876
tap,52,65.1
timing repair buffer,36,350
[stage by stage]
step / area [um2] / util (%) / std cells
CTS: 2240 / 51.4 / 270
floorplan: 1800 / - / 186
global route: 2240 / 51.4 / 270
detailed placement: 2170 / 49.7 / 264
global placement: 2170 / 49.7 / 264
finish: 2240 / 51.4 / 270
[worst max-delay path, cell delays in order]
cell             delay [ns]
clkdlybuf4s50_1        0.74
buf_4                  0.35
mux2i_1                0.21
o21ai_0                0.10
[power breakdown]
group	switching (W)	leakage [nW]	internal (W)
combinational	0.000527	0.514	0.000647
clock	0.000178	0.0371	0.000178
sequential	0.000213	0.444	0.000783
total	0.000918	0.995	0.00161
[layout by cell type, fill, tap and decap left out, types with 2 or more instances in the layout]
cell type	synthesis	routed
a311o_1	2	2
a31o_2	6	6
and3_1	2	2
buf_4	1	4
clkbuf_8	0	5
clkdlybuf4s50_1	0	32
dfrtp_1	35	35
ha_1	6	6
inv_1	11	11
mux2i_1	15	15
nand2_1	22	22
nand3_1	7	7
nor2_1	4	4
nor2b_1	5	5
nor3_1	6	6
nor3b_1	4	4
nor4_1	2	2
o21ai_0	29	29
o311ai_0	2	2
or3_1	6	6
or4_1	3	3
[cell families after synthesis]
group	count (synthesis)	synth area share, %
buffers and inverters	22	5.28
DFF	35	48.6
muxes	15	8.34
xor gates and xnor gates	2	0.973
adders and majority gates	6	4.17
AOI/OAI and AO/OA	44	15.1
and+or+nand+nor	62	17.5
[how the worst max path moves through the flow]
| stage | end | from | slack, ns | cells past startpoint |
|---|---|---|---|---|
| 4_1_cts | input_reg[6] | start | 0.81 | 4 |
| 5_1_grt | count_reg[2] | start | 0.70 | 4 |
| 6_report | input_reg[1] | start | 0.81 | 4 |
Power is estimated from default activity; no workload was simulated.
